==> design.v <==
`timescale 1 ns / 1 ps
`timescale 1ns / 1ps 
module atomic_unit #
(
    parameter integer N      = 1,    
    parameter integer XLEN   = 32,   
    parameter integer CLSIZE = 256  
)
(
    input                 clk_i,
    input                 rst_i,
    input  [N-1 : 0]      core_id_i,  
    input                 core_strobe_i,
    input  [XLEN-1 : 0]   core_addr_i,
    input                 core_rw_i,
    input  [CLSIZE-1 : 0] core_data_i,
    output                core_done_o,
    output [CLSIZE-1 : 0] core_data_o,
    input                 core_is_amo_i,
    input  [ 4 : 0]       core_amo_type_i,
    output                M_DMEM_strobe_o,
    output [XLEN-1 : 0]   M_DMEM_addr_o,
    output                M_DMEM_rw_o,
    output [CLSIZE-1 : 0] M_DMEM_data_o,
    input                 M_DMEM_done_i,
    input  [CLSIZE-1 : 0] M_DMEM_data_i
);
localparam Bypass    = 0,
           AmoRd     = 1,
           AmoWr     = 2,
           AmoFinish = 3,
           AmoWaitCohere = 4,
           Lr        = 5,
           Wait      = 6;
reg  [CLSIZE-1 : 0]    m_data;
reg  [ 2 : 0]          state;
reg  [ 2 : 0]          state_next;
reg  [$clog2(N) : 0]   core_id_bin;
reg  [XLEN-1 : 2]      reservation_addr [N-1:0];
reg  [N-1 : 0]         reservation;
reg  [N-1 : 0]         addr_h_match;  
reg  [N-1 : 0]         addr_l_match;
reg  [N-1 : 0]         rm_reservation;
wire                   sc_fail;
wire is_lr = (core_amo_type_i[1:0] == 2'b10);
wire is_sc = (core_amo_type_i[1:0] == 2'b11);
wire                amo_strobe;
wire [XLEN-1 : 0]   amo_addr;
wire                amo_rw;
wire                amo_done;
wire [CLSIZE-1 : 0] amo_data2core;
wire [CLSIZE-1 : 0] amo_data2mem;
wire [ 4 : 0]     op;
wire [XLEN-1 : 0] rs1;    
wire [XLEN-1 : 0] rs2;    
reg  [XLEN-1 : 0] result;
always @(posedge clk_i)
begin
    if (rst_i)
        state <= Bypass;
    else
        state <= state_next;
end
always @(*) begin
    case (state)
        Bypass:
            if (core_strobe_i & core_is_amo_i)
                if (is_sc & sc_fail)
                    state_next = AmoFinish;
                else
                    state_next = AmoRd;
            else
                state_next = Bypass;
        AmoRd:
            if (M_DMEM_done_i)
                if(is_lr)
                    state_next = AmoFinish;
                else
                    state_next = Wait;
            else
                state_next = AmoRd;
        Wait:
            state_next = AmoWr;
        AmoWr:
            if (M_DMEM_done_i)
                state_next = AmoFinish;
            else
                state_next = AmoWr;
        AmoFinish:
            state_next = Bypass;
        default: 
            state_next = Bypass;
    endcase
end
always @(posedge clk_i ) begin
    if (state == AmoRd)
        m_data <= M_DMEM_data_i;
end
always @(*) begin
    case (core_id_i)
        2'b01: core_id_bin = 0;
        2'b10: core_id_bin = 1;
        default: core_id_bin = 0;
    endcase
end
integer i;
always @(*) begin
    for (i = 0 ; i < N ; i = i + 1) begin
        addr_h_match[i] = (reservation_addr[i][XLEN-1:5] == core_addr_i[XLEN-1:5]);  
        addr_l_match[i] = (reservation_addr[i][4:2] == core_addr_i[4:2]);
        rm_reservation[i] = (is_sc & core_id_bin == i) | (~is_lr & core_rw_i & addr_h_match[i]);
    end
end
always @(posedge clk_i ) begin
    for (i = 0 ; i < N ; i = i + 1) begin
        if (rst_i) begin
            reservation[i] <= 1'b0;
        end else if(core_done_o) begin
            reservation[i] <= (is_lr & core_id_bin == i ) & ~rm_reservation[i];
        end
    end
end
always @(posedge clk_i ) begin
    if (rst_i)
        for (i = 0 ; i < N ; i = i + 1)
            reservation_addr[i] <= 0;
    else if (core_done_o & is_lr)
        reservation_addr[core_id_bin] <= core_addr_i[XLEN-1:2];
end
assign sc_fail = ~(reservation[core_id_bin] & addr_l_match[core_id_bin] & addr_h_match[core_id_bin]);
assign rs1         = m_data[CLSIZE-1:CLSIZE-32];
assign rs2         = core_data_i[CLSIZE-1:CLSIZE-32];
assign op          = core_amo_type_i;
assign amo_strobe    = (state == AmoRd) || (state == AmoWr);
assign amo_rw        = (state == AmoWr);
assign amo_data2core = {is_sc ? { {XLEN-1{1'b0}}, sc_fail} : rs1, {CLSIZE-32{1'b0}}};
assign amo_data2mem  = {result, m_data[CLSIZE-1-32:0]};
assign amo_done      = (state == AmoFinish);
assign M_DMEM_strobe_o  = core_is_amo_i ? amo_strobe    : core_strobe_i;
assign M_DMEM_addr_o    = core_addr_i;
assign M_DMEM_rw_o      = core_is_amo_i ? amo_rw        : core_rw_i;
assign M_DMEM_data_o    = core_is_amo_i ? amo_data2mem  : core_data_i;
assign core_done_o      = core_is_amo_i ? amo_done      : M_DMEM_done_i;
assign core_data_o      = core_is_amo_i ? amo_data2core : M_DMEM_data_i;
localparam [4:0] SWAP = 5'b00001,
                 ADD  = 5'b00000,
                 XOR  = 5'b00100,
                 AND  = 5'b01100,
                 OR   = 5'b01000,
                 MIN  = 5'b10000,
                 MAX  = 5'b10100,
                 MINU = 5'b11000,
                 MAXU = 5'b11100,
                 SC   = 5'b00011;
wire               rs1_SLT_rs2;
wire signed [32:0] rs1_ext;
wire signed [32:0] rs2_ext;
assign rs1_ext = {(~op[3] & rs1[31]), rs1};
assign rs2_ext = {(~op[3] & rs2[31]), rs2};
assign rs1_SLT_rs2 = rs1_ext < rs2_ext;
always @(*) begin
    case (op)
        SC  : result = rs2;
        SWAP: result = rs2;
        ADD : result = rs1 + rs2;
        XOR : result = rs1 ^ rs2;
        AND : result = rs1 & rs2;
        OR  : result = rs1 | rs2;
        MIN : result = rs1_SLT_rs2 ? rs1 : rs2;
        MAX : result = rs1_SLT_rs2 ? rs2 : rs1;
        MINU: result = rs1_SLT_rs2 ? rs1 : rs2;
        MAXU: result = rs1_SLT_rs2 ? rs2 : rs1;
        default: result = rs2;
    endcase
end
endmodule
==> run.sh <==
#!/bin/bash
# OpenROAD 26Q1-2900-gdf79404cd8, Yosys 0.63+post, stock flow scripts
make -C /OpenROAD-flow-scripts/flow DESIGN_CONFIG=/design/flow/config.mk WORK_HOME=/design/flow/orfs finish
==> config.mk <==
export PLATFORM = sky130hd
export DESIGN_NAME = atomic_unit
export DESIGN_NICKNAME = atomic_unit
export VERILOG_FILES = /design/flow/design.v
export SDC_FILE = /design/flow/constraint.sdc
export NUM_CORES = 4
export LEC_CHECK = 1
export CORE_AREA = 10 10 424 424
export DIE_AREA = 0 0 434 434
==> constraint.sdc <==
current_design atomic_unit

set clk_period 15.5
set clk_io_pct 0.2

create_clock -name clk0 -period $clk_period [get_ports {clk_i}]

set non_clock_inputs [all_inputs -no_clocks]
set_input_delay [expr $clk_period * $clk_io_pct] -clock clk0 $non_clock_inputs
set_output_delay [expr $clk_period * $clk_io_pct] -clock clk0 [all_outputs]
==> impl_metrics.yaml <==
# synthesis and place-and-route metrics
clock_tree:
  htree_levels: 2
  insertion_delay_ns: 0.62
  cts_root_buf: "clkbuf_16"
  cts_setup_buffers: 0
  cts_tree: "done"
  clk_pin_slew_ns: 0.06
  clockBufferDepth: 3
  hold_buffers: 0
  numCtsBuffers: 43
  clock-sinks: 292
  cts_resized: 0
logic_synthesis:
  topCombFamilyByArea: "simple AND/OR/NAND/NOR gates"
  ys_sh_aoi_pct: 9.93
  flop_cell: "edfxtp_1"
  synth-adder-area-share_pct: 6.50
  edf_count: 286
  ys_chip_area_um2: 18800
  postSynthSeqShare_pct: 46.4
  xor_share_pct: 2.57
  ys_ff: 292
  synth_cell_types: 74
  avgSynthCellArea_um2: 11.0
  syn_area_um2: 18800
  synth-async-reset-ratio_pct: 0
  mux_area_share_pct: 13.9
  ys_cells: 1704
  synth_cells: 1704
  ys_sh_simple_pct: 14.5
  ys.warnings.count: 1
worst_setup_path:
  critPathLaunchType: "input port"
  setup.worst_path.class: "input port to output port"
  end_kind: "output port"
  cpMostUsedCell: "clkdlybuf4s50_1"
  cp_num_buf_inv: 3
  critPathMaxStageDelay_ns: 1.12
  crit_family: "simple AND/OR/NAND/NOR gates"
  slowest_stage: "clkdlybuf4s50_1"
  required_ns: 12.40
  cp_max_fo: 23
  arrival_ns: 7.86
  crit_chain: "clkdlybuf4s50_1 -> inv_1 -> ha_1 -> nor3_1 -> o211ai_1 -> nor4_1 -> nand3_1 -> a41oi_2 -> and3_2 -> nand2b_4 -> nand2_1 -> o21ai_0 -> clkdlybuf4s50_1"
floorplanning:
  dieHeight_um: 434
  rows: 151
  core_area_um2: 170000
  ios: 1103
  chip_area_um2: 188000
  fp-utilization_pct: 11.1
  fp.dieW_um: 434
route:
  drc: 0
  route.vias.total: 18200
  viasPerCell: 3.63
  ant_nets: 0
  first_iter_violations: 1335
  first_pass_iters: 9
  avgRoutedWirePerCell_um: 32.9
  wirelength_mm: 165
sta:
  max_clock_freq_mhz: 91.2
  setup_violations: 0
  worst_pin_slew_ns: 0.844
  rsz0062_at_grt: "false"
  hold_viol: 0
  slew-limit-headroom_pct: 43.6
  skew_ns: 0.0418
  whs_ns: 0.449
  final.setup.tns_ns: 0
  report.final.slew_viol_count: 0
  period_used_pct: 70.7
  period_minus_slack_ns: 10.96
min_path:
  hp-class: "register to register"
grt:
  grt-ovfl-total: 0
  grt.total_usage_pct: 17.1
  grt_max_degree: 68
  antenna_found_initial: 121
  grt_pass1_wl_mm: 203
  grt_pass1_vias: 18100
flow_run:
  maxCapViolCount: 0
  warnings: 90
final_layout:
  stdcell_count: 5019
  final_core_util_pct: 19.7
  design_area_um2: 33400
  area_growth_pct: 78.0
  drive_gt1_share_pct: 12.6
placed_design:
  dp_cells: 4919
  port_buffers: 1097
  gp_congestion: 1.03
  post_dp_cell_area_um2: 32100
  place_hpwl_mm: 145
power_and_ir_drop:
  peakVddDrop_mv: 0.0704
  leakagePower_nw: 11.7
  p_per_area_nw_per_um2: 75.7
run_status:
  status: "completed"
## cells in the final DEF, fill, tap and decap left out, drive strengths merged, types with 8 or more instances in the layout
master,instances
a222oi,8
a21oi,83
xnor2,48
ha,96
mux2,225
nor2b,231
and3,9
a221o,8
nand2,90
a21o,18
nand3,9
nand4,10
clkinv,17
and2,36
buf,36
nor2,59
inv,113
edfxtp,286
diode,23
clkbuf,55
nor3,19
clkdlybuf4s50,1095
a221oi,8
o21ai,94
## final cells by class
cell class	count	area, um^2
repair buffers	1131	11200
well taps	2218	2780
inverters	111	417
multi-input cells	1167	8910
clock buffers	55	1130
clock inverters	22	169
fillers	18500	136000
diodes	23	57.6
flip-flops and latches	292	8710
## path summary, 6_finish.rpt
check	from	cells past startpoint	end	slack, ns
worst min-delay path	state[2]	2	state[1]	0.45
worst max register to register	state[3]	2	m_data[191]	12.99
worst min register to register	state[2]	2	state[1]	0.45
worst max-delay path	core_data_i[253]	13	M_DMEM_data_o[232]	4.54
## state kept, by name (all words and copies together), names as in the netlist
name	cells
m_data	256
reservation	1
reservation_addr	30
state	5
## layer usage
layer  up-vias  GRT usage, %  part of all wire (%)
li1       8142             -                     -
met1      8775          17.2                    32
met2       947          30.5                    52
met3       314          8.22                    11
met4        36          5.64                   4.5
met5         -             0                  0.15
## per-stage QoR
stage          power (mW)  worst slack [ns]
2_1_floorplan        1.11              6.05
3_3_place_gp         1.60              4.57
3_5_place_dp         1.60              4.54
4_1_cts              2.58              4.52
5_1_grt              2.64              4.35
6_report             2.53              4.54
## where the power goes
| group | switching [mW] | internal, mW | total (mW) | leakage [nW] |
|---|---|---|---|---|
| registers | 0.0120 | 0.899 | 0.911 | 2.70 |
| clock network | 0.420 | 0.534 | 0.955 | 0.637 |
| logic | 0.300 | 0.365 | 0.665 | 8.40 |
| total | 0.732 | 1.80 | 2.53 | 11.7 |
## kinds of logic (layout without fill, tap and decap cells)
family,Yosys count,after routing
and+or+nand+nor,493,493
DFF,292,292
AOI/OAI and AO/OA,290,290
buffers and inverters,245,1319
muxes,232,232
adders and majority gates,97,97
xor gates and xnor gates,55,55
other,0,23
## worst reg2reg max path, cell delays in order (launching register included)
cell and delay [ns]:
dfxtp_4 0.79, buf_12 0.50, buf_4 0.78
## synthesized netlist by cell type (7+ instances only)
| library cell | instances | area [um^2] |
|---|---|---|
| a21o_1 | 18 | 135 |
| a21oi_1 | 81 | 405 |
| a221o_1 | 8 | 80.1 |
| a221oi_1 | 7 | 61.3 |
| a222oi_1 | 8 | 80.1 |
| and2_1 | 34 | 213 |
| buf_4 | 33 | 248 |
| clkbuf_1 | 78 | 293 |
| clkbuf_8 | 8 | 110 |
| edfxtp_1 | 286 | 8590 |
| ha_1 | 96 | 1200 |
| inv_1 | 111 | 417 |
| mux2_2 | 225 | 2530 |
| mux2i_1 | 7 | 70.1 |
| nand2_1 | 90 | 338 |
| nand3_1 | 9 | 45.0 |
| nand4_1 | 10 | 62.6 |
| nor2_1 | 59 | 221 |
| nor2b_1 | 231 | 1450 |
| nor3_1 | 19 | 95.1 |
| o21ai_0 | 72 | 360 |
| o21ai_1 | 22 | 110 |
| xnor2_1 | 48 | 420 |
| xor2_1 | 7 | 61.3 |
Power and IR drop assume default switching activity.
