$ cat run.sh
#!/bin/bash
# OpenROAD 26Q1-2900-gdf79404cd8, Yosys 0.63+post, stock flow scripts
make -C /OpenROAD-flow-scripts/flow DESIGN_CONFIG=/design/flow/config.mk WORK_HOME=/design/flow/orfs finish
$ cat config.mk
export PLATFORM = sky130hd
export DESIGN_NAME = muldiv
export DESIGN_NICKNAME = muldiv
export VERILOG_FILES = /design/flow/design.v
export SDC_FILE = /design/flow/constraint.sdc
export NUM_CORES = 4
export LEC_CHECK = 1
export CORE_UTILIZATION = 50
$ cat constraint.sdc
current_design muldiv

set clk_period 15.8
set clk_io_pct 0.2

create_clock -name clk0 -period $clk_period [get_ports {clk_i}]

set non_clock_inputs [all_inputs -no_clocks]
set_input_delay [expr $clk_period * $clk_io_pct] -clock clk0 $non_clock_inputs
set_output_delay [expr $clk_period * $clk_io_pct] -clock clk0 [all_outputs]
$ cat design.v
`timescale 1ns / 1ps
`timescale 1ns / 1ps 
module muldiv#(parameter XLEN = 32)
(
    input                   clk_i,
    input                   rst_i,
    input                   stall_i,
    input  [XLEN-1 : 0]     a_i,
    input  [XLEN-1 : 0]     b_i,
    input                   req_i,
    input  [ 2 : 0]         operation_sel_i,
    output reg [XLEN-1 : 0] muldiv_result_o,
    output reg              ready_o
);
function [XLEN-1 : 0] abs;
    input [XLEN-1 : 0] num;
    abs = num[XLEN-1] ? -num : num;
endfunction
wire operation_mul, operation_mulh, operation_mulhsu, operation_mulhu,
     operation_div, operation_divu, operation_rem, operation_remu;
assign operation_mul = (operation_sel_i == 3'b000);
assign operation_mulh = (operation_sel_i == 3'b001);
assign operation_mulhsu = (operation_sel_i == 3'b010);
assign operation_mulhu = (operation_sel_i == 3'b011);
assign operation_div = (operation_sel_i == 3'b100);
assign operation_divu = (operation_sel_i == 3'b101);
assign operation_rem = (operation_sel_i == 3'b110);
assign operation_remu = (operation_sel_i == 3'b111);
wire is_divider, is_a_zero, is_b_zero,
     is_a_neg, is_b_neg, signed_adjust, mul_overflow;
assign is_divider = operation_sel_i[2];
assign is_a_zero = (a_i == 32'b0);
assign is_b_zero = (b_i == 32'b0);
assign is_a_neg  = a_i[31] & (operation_mulh | operation_mulhsu | operation_div | operation_rem);
assign is_b_neg  = b_i[31] & (operation_mulh | operation_div | operation_rem);
assign signed_adjust = is_a_neg ^ is_b_neg;
assign mul_overflow   = (is_a_neg & (a_i[30: 0] == 31'b0));
wire [XLEN-1 : 0] op_a, op_b;
assign op_a = ( | is_a_neg)? abs(a_i) : a_i;
assign op_b = ( | is_b_neg)? abs(b_i) : b_i;
wire              is_calc_done;
reg  [XLEN-1 : 0] reg32;
reg  [XLEN*2 : 0] result;        
reg  [ 5 : 0]     cnt;
reg  [XLEN-1 : 0]   op_a_r, op_b_r;
reg  [XLEN*2-1 : 0] fast_result, mul0, mul1;
reg  [ 1 : 0]       fast_mul_counter;
assign is_calc_done = !(operation_mul | operation_mulh | operation_mulhsu |
                        operation_mulhu)? ~|cnt : & fast_mul_counter;
wire [XLEN-1 : 0] mull, mulh, quotient, remainder;
assign mull = result[31 : 0];
assign mulh = result[63 : 32];
assign quotient = result[31 : 0];
assign remainder = result[64 : 33];
localparam S_IDLE        = 3'b000,
           S_CALC        = 3'b001,
           S_SIGN_ADJUST = 3'b010,
           S_DONE        = 3'b011,
           S_STALL       = 3'b100;
reg [2 : 0] S, S_nxt;
always @(posedge clk_i)
begin
    if (rst_i)
        S <= S_IDLE;
    else
        S <= S_nxt;
end
always @(*)
begin
    case (S)
        S_IDLE:
            S_nxt = (req_i)? (is_a_zero | is_b_zero)? S_DONE : S_CALC : S_IDLE;
        S_CALC:
            S_nxt = (is_calc_done)? S_SIGN_ADJUST : S_CALC;
        S_SIGN_ADJUST:
            S_nxt = S_DONE;
        S_DONE:
            S_nxt = (stall_i)? S_STALL : S_IDLE;
        S_STALL:
            S_nxt = (stall_i)? S_STALL : S_IDLE;
        default:
            S_nxt = S_IDLE;
    endcase
end
wire mul_add = result[0];
wire div_sub = (result[63: 32] >= reg32);
wire [32 : 0] adder_opa, adder_opb;
assign adder_opa = is_divider ? -reg32 : reg32;
assign adder_opb = result[63: 32];
wire [32 : 0] adder_tmp = adder_opa + adder_opb;
wire [64 : 0] result_tmp = {adder_tmp, result[31: 0]};
always @(posedge clk_i)
begin
    if (rst_i || ((S == S_IDLE) & req_i)) begin
        fast_result <= 32'b0;
        fast_mul_counter <= 2'b0; 
    end
    else begin
        op_a_r <= op_a;
        op_b_r <= op_b;
        mul0 <= op_a_r * op_b_r;
        mul1 <= mul0;
        fast_result <= mul1;
        fast_mul_counter <= (& fast_mul_counter)? fast_mul_counter : fast_mul_counter + 1;
    end
end
always @(posedge clk_i)
begin
    if ( (S == S_IDLE) & req_i)
    begin
        if (is_divider)
        begin                        
            if (is_b_zero)
            begin                    
                result[64: 33] <= a_i;
                result[32]  <= 1'b0;
                result[31: 0] <= {32{1'b1}};
            end
            else
            begin
                cnt <= 'd32;
                reg32 <= op_b;
                result <= {1'b0, 32'b0, op_a};   
            end
        end
        else
        begin                        
            if (is_a_zero | is_b_zero)
            begin
                result <= 65'b0;
            end
            else
            begin
                cnt <= 'd31;
                reg32 <= op_a;
                result <= {1'b0, 32'b0, op_b};   
            end
        end
    end
    else if (S == S_CALC)
    begin
        cnt <= cnt - 'd1;
        if (is_divider)
        begin
            result <= (div_sub)? {result_tmp[63 : 0], 1'b1} : {result[63 : 0], 1'b0};
        end
        else
        begin
            result <= (mul_add)? {1'b0, result_tmp[64 : 1]} : {1'b0, result[64 : 1]};
        end
    end
    else if (S == S_SIGN_ADJUST)
    begin
        if (is_divider)
        begin
            result[64: 33] <= (is_a_neg)? -remainder : remainder;
            result[31: 0] <= (signed_adjust)? -quotient : quotient;
        end
        else
        begin
            result <= (operation_mulh | operation_mulhu)? (signed_adjust)? -fast_result : fast_result
                    : (operation_mulhsu)? (is_a_neg)? -fast_result : fast_result : fast_result;
        end
    end
end
always @(posedge clk_i)
begin
    if (S == S_DONE || S == S_STALL)
        ready_o <= 1;
    else
        ready_o <= 0;
end
always @(posedge clk_i)
begin
    if (S == S_DONE)
        muldiv_result_o <= ( {32{operation_mul}} & mull)
                      | ( {32{operation_mulh | operation_mulhsu | operation_mulhu}} & mulh)
                      | ( {32{operation_div | operation_divu}} & quotient)
                      | ( {32{operation_rem | operation_remu}} & remainder)
                      ;
    else
        muldiv_result_o <= muldiv_result_o;
end
endmodule
==> out/metrics.cfg <==
[job]
drv_cap = 0
warning_count = 27

[cts]
clk_path_buf_depth = 3
cts_hold_buf = 0
cts.sinks = 399
post-cts-setup-buffer-count = 0
htreeDepth = 2
cts_inserted_buffers = 46
cts_resized = 0
clk_pin_slew_ns = 0.06
cts_tree = done
cts_root_buf = clkbuf_16
insertion_delay_ns = 0.62

[logic_synthesis]
yosysMostFrequentCell = inv_1
yosys_area_um2 = 56900
netlist_area_um2 = 56900
ys.flop_type = edfxtp_1
ys.warnings.count = 1
edf_count = 326
ys_seq_elements = 399
yosysSeqAreaShare = 0.198
yosys.cell_types.count = 94
topCellsByArea = fa_1 (32%), edfxtp_1 (17%), ha_1 (7.4%)
avgSynthCellArea_um2 = 9.33
yosysCellCount = 6098
synthArstFlopShare = 0
syn_inst = 6098
synth_top_cell_by_area = fa_1
top_area_frac = 0.315
common_cells = inv_1 (961), fa_1 (897), nand2_1 (675), and2_1 (650), ha_1 (336)

[cells_and_area]
fin_area_um2 = 60900
drive_above_1_share = 0.0427
stdcell_count = 7548
fin_util = 0.541
syn_to_final_growth_pct = 7.07

[detailed_routing]
drtIter0Drc = 2952
route.detailed.drc = 0
viasPerCell = 5.66
ant_nets = 0
dr.pass1.iters = 6
wl_per_cell_um = 22.9
vias = 42700
drt_wl_total_um = 173000

[sta]
min_period_ns = 8.60
fin_skew_ns = 0.0440
tightestPinTransition_ns = 1.17
max_freq_mhz = 116
grt_setup_unrepaired = no
max_slew_margin = 0.217
setup_total_negative_slack_ns = 0
setup_viol = 0
hold_viol_final = 0
fin_crit_sh = 0.544
maxSlewViolCount = 0

[place]
placed_cells = 7458
dp.final_hpwl_um = 133000
port-buffer-count = 103
place_area_um2 = 59300
place_congestion = 1.01

[critical_path]
cp.required_ns = 16.15
ff2ff_path_depth = 26
cp.arrival_ns = 8.95
ff2ff_setup_slack_ns = 7.20
setup.worst_path.end = mul0[63]$_DFFE_PN_
crit_path_end_kind = register
crit_start = op_a_r[16]$_DFFE_PN_
worst-setup-path-type = reg -> reg
path_max_fanout = 32
cp-start-kind = register
r2r-start = op_a_r[16]$_DFFE_PN_
reg2reg_to = mul0[63]$_DFFE_PN_

[global_route]
first_global_vias = 43600
grt_max_degree = 72
grtUsageTotal = 0.332
grt.overflow.total = 0
antenna_found_initial = 5
grt_pass1_wl_um = 268000

[floorplan]
initial_core_util = 0.505
coreArea_um2 = 113000
die_y_um = 339
chipWidth_um = 339
rows = 123
ioPinCount = 104
chipArea_um2 = 115000

[run_status]
status = complete, no violations

[min_path]
hold_class = reg -> reg

==> stage by stage <==
stage               worst slack, ns  hold WS [ns]
finish                         7.20         0.398
global placement               7.31         0.401
CTS                            7.24         0.393
detailed placement             7.27         0.405
global route                   6.80         0.418
floorplan                      6.29         0.396
==> area by class of cell <==
type                       count  area, um^2
fill                       10100       51700
multi-input combinational   4374       40700
sequential                   399       11300
inverter                     962        3610
timing repair buffer         223        1940
tap                         1500        1880
clock buffer                  55        1250
clock inverter                31         345
antenna                        4        10.0
==> how the worst min path moves through the flow <==
stage                              start                  to  slack, ns  depth (start not counted)
final                 mul0[25]$_DFFE_PN_  mul1[25]$_DFFE_PN_       0.40                          0
after global routing  mul0[36]$_DFFE_PN_  mul1[36]$_DFFE_PN_       0.42                          0
after CTS             mul0[25]$_DFFE_PN_  mul1[25]$_DFFE_PN_       0.39                          0
==> metal layers <==
metal,GRT usage,share of wire,vias up
li1,-,-,19300
met1,0.505,0.40,21300
met2,0.472,0.45,1803
met3,0.136,0.11,270
met4,0.0846,0.032,8
met5,0,0.00031,-
==> logic make-up (layout without fill, tap and decap cells) <==
family,after synthesis,in the layout,share of synthesized area
adders and majority gates,1233,1233,0.389
DFF,399,399,0.198
buffers and inverters,1325,1271,0.0884
muxes,78,78,0.0152
other,0,4,0
AOI/OAI and AO/OA,853,853,0.0946
and+or+nand+nor,1928,1928,0.171
xor gates and xnor gates,282,282,0.0434
==> cell usage in the layout (no fill, tap or decap), drive strengths merged, types with 102 or more instances in the layout <==
cell type and n:
inv 967, fa 897, nand2 675, buf 120, ha 336, xor2 117, a21oi 258, xnor2 165
edfxtp 326, o21ai 196, clkdlybuf4s50 102, nor2 241, and2 651
==> sequential cells by signal, indices dropped and copies added, names as in the netlist <==
| register | flops |
|---|---|
| fast_mul_counter | 2 |
| cnt | 6 |
| S | 5 |
| mul0 | 64 |
| mul1 | 64 |
| op_a_r | 32 |
| reg32 | 32 |
| ready_o | 1 |
| op_b_r | 32 |
| muldiv_result_o | 32 |
| fast_result | 64 |
| result | 65 |
==> critical path, stage by stage, from the launching register on <==
cell and delay (ns):
edfxtp_1 0.36, buf_4 0.29, and2_1 0.26, fa_1 0.53
inv_1 0.05, fa_1 0.49, fa_1 0.47, fa_1 0.55
inv_1 0.05, fa_1 0.50, inv_1 0.05, fa_1 0.52
inv_1 0.05, fa_1 0.48, inv_1 0.06, fa_1 0.55
inv_1 0.06, ha_1 0.38, a221oi_1 0.28, o21ai_0 0.19
a31o_2 0.28, o21ai_0 0.37, a211oi_1 0.18, a211oi_1 0.59
o41a_1 0.36, nor2_1 0.11, a211o_1 0.26
