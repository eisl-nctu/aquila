$ cat run.sh
#!/bin/bash
# OpenROAD 26Q1-2900-gdf79404cd8, Yosys 0.63+post, stock flow scripts
make -C /OpenROAD-flow-scripts/flow DESIGN_CONFIG=/design/flow/config.mk WORK_HOME=/design/flow/orfs finish
$ cat config.mk
export PLATFORM = sky130hd
export DESIGN_NAME = reg_file
export DESIGN_NICKNAME = reg_file
export VERILOG_FILES = /design/flow/design.v
export SDC_FILE = /design/flow/constraint.sdc
export NUM_CORES = 4
export LEC_CHECK = 1
export CORE_UTILIZATION = 50
$ cat constraint.sdc
current_design reg_file

set clk_period 12.6
set clk_io_pct 0.2

create_clock -name clk0 -period $clk_period [get_ports {clk_i}]

set non_clock_inputs [all_inputs -no_clocks]
set_input_delay [expr $clk_period * $clk_io_pct] -clock clk0 $non_clock_inputs
set_output_delay [expr $clk_period * $clk_io_pct] -clock clk0 [all_outputs]
$ cat design.v
`timescale 1ns / 1ps
`timescale 1ns / 1ps 
module reg_file #(
    parameter NUM_REGS = 32,
    parameter XLEN = 32,
    parameter NRLEN = $clog2(NUM_REGS) )
(
    input                clk_i,
    input                rst_i,
    input  [NRLEN-1 : 0] rs1_addr_i,
    input  [NRLEN-1 : 0] rs2_addr_i,
    input                rd_we_i,
    input  [NRLEN-1 : 0] rd_addr_i,
    input  [XLEN-1 : 0]  rd_data_i,
    output [XLEN-1 : 0]  rs1_data_o,
    output [XLEN-1 : 0]  rs2_data_o
);
wire we = rd_we_i & ( | rd_addr_i);  
reg [XLEN-1 : 0] x[0 : NUM_REGS-1];
assign rs1_data_o = (we & (rs1_addr_i == rd_addr_i)) ? rd_data_i : x[rs1_addr_i];
assign rs2_data_o = (we & (rs2_addr_i == rd_addr_i)) ? rd_data_i : x[rs2_addr_i];
wire [XLEN-1 : 0] ra  = x[ 1];  
wire [XLEN-1 : 0] sp  = x[ 2];  
wire [XLEN-1 : 0] gp  = x[ 3];  
wire [XLEN-1 : 0] tp  = x[ 4];  
wire [XLEN-1 : 0] t0  = x[ 5];  
wire [XLEN-1 : 0] t1  = x[ 6];  
wire [XLEN-1 : 0] t2  = x[ 7];  
wire [XLEN-1 : 0] s0  = x[ 8];  
wire [XLEN-1 : 0] s1  = x[ 9];  
wire [XLEN-1 : 0] a0  = x[10];  
wire [XLEN-1 : 0] a1  = x[11];  
wire [XLEN-1 : 0] a2  = x[12];  
wire [XLEN-1 : 0] a3  = x[13];  
wire [XLEN-1 : 0] a4  = x[14];  
wire [XLEN-1 : 0] a5  = x[15];  
wire [XLEN-1 : 0] a6  = x[16];  
wire [XLEN-1 : 0] a7  = x[17];  
wire [XLEN-1 : 0] s2  = x[18];  
wire [XLEN-1 : 0] s3  = x[19];  
wire [XLEN-1 : 0] s4  = x[20];  
wire [XLEN-1 : 0] s5  = x[21];  
wire [XLEN-1 : 0] s6  = x[22];  
wire [XLEN-1 : 0] s7  = x[23];  
wire [XLEN-1 : 0] s8  = x[24];  
wire [XLEN-1 : 0] s9  = x[25];  
wire [XLEN-1 : 0] s10 = x[26];  
wire [XLEN-1 : 0] s11 = x[27];  
wire [XLEN-1 : 0] t3  = x[28];  
wire [XLEN-1 : 0] t4  = x[29];  
wire [XLEN-1 : 0] t5  = x[30];  
wire [XLEN-1 : 0] t6  = x[31];  
integer idx;
always @(posedge clk_i)
begin
    if (rst_i)
        for (idx = 0; idx < NUM_REGS; idx = idx + 1) x[idx] <= {XLEN{1'b0}};
    else
    begin
        if (we)
        begin
            x[rd_addr_i] <= rd_data_i;
        end
    end
end
endmodule
==> Slide: Implementation Results <==
Synthesis and Place & Route Summary

Status
  – Status: finished clean

Power and ir drop
  – Clock Power Share: 0.384
  – Sw Ratio: 0.243
  – Worst VDD drop: between 0.15 and 0.2 mV
  – NetSw: between 1500 and 2000 µW
  – Pwr dens: about 130 nW/µm²
  – P_int: a little over 6000 µW
  – Sequential share of power: 0.499
  – Leak Pwr: between 0.02 and 0.025 µW
  – Comb pwr share: 0.117

Synthesis
  – Yosys adder share: 0
  – Complex-gate fraction of the synthesized area: 0.0353
  – Max-area cell share: 0.565
  – Ys cells: about 3500
  – Yosys warning tally: 1
  – Post-synthesis register bit count: around 1000
  – Yosys chip area: 54500 µm²
  – Area fraction in xor and xnor cells: 0.00161
  – Synth Area per Inst: ~16 µm²
  – Synth logic family: multiplexers
  – Mux frac, synth: 0.218
  – Distinct lib cells: 43
  – Post-synth EDFFs: between 1000 and 1500
  – Cell count after synthesis: roughly 3500
  – Synth Seq Share: 0.565
  – Post-synth area hogs: edfxtp_1 56%, mux4_2 18%, and2_1 11%
  – Synth Area in Simple Gates: 0.139
  – Synth Flop Type: edfxtp_1
  – Asr flop ratio synth: 0
  – Yosys top cell by area: edfxtp_1
  – Synthesized area: ~54000 µm²

Placed design
  – Routability Congestion: ~0.92
  – Placed wire-length estimate: between 100000 and 150000 µm
  – Dpl cells: ~4800
  – Post-place setup slack: 3.50 ns
  – Port bufs: ~110

Clock network
  – Root buf cell: clkbuf_16
  – Clk slew on worst S/H paths: around 0.060 ns
  – Post CTS Setup Buffer Count: 0
  – H-tree depth: 3
  – Max Buffers Root-to-Sink: 3
  – TritonCTS Buffers: 112
  – CTS tree: yes
  – Hold_buf cts: 0
  – Post-cts sizing count: 0
  – Clock sinks: roughly 1000

Detailed routing
  – Drt pass-1 iters: 7
  – Vias: approximately 34000
  – Wirelength, routed: between 150000 and 200000 µm
  – Initial DRC count: approximately 2300
  – Via-to-Cell Ratio: 6.71
  – Drt drc: 0
  – Routed len/inst: between 30 and 40 µm
  – Antenna viol nets, final: 0

STA
  – Fin crit share: 0.739
  – Final hold violations: 0
  – Final setup fails: 0
  – Minimum clock period: roughly 9.3 ns
  – Unrepaired setup endpoints after global routing: no
  – Setup ws final: between 3 and 4 ns
  – Worst-margin pin slew: ~0.96 ns
  – FMAX: roughly 110 MHz
  – TNS Setup: 0 ns
  – Worst slew margin: 0.361
  – Pins Over Slew Limit: 0
  – WHS: approximately 2.4 ns

GRT
  – First-pass GRT wire length: 263000 µm
  – Largest net degree at the start of global routing: approximately 98
  – Global-route congestion overflow total: 0
  – Gr usage total: 0.382
  – Vias in the first global route: 36623
  – Initial antenna violation count: 6

Final layout
  – Largest registers: x: 1024 flops
  – Max reg flops: roughly 1000
  – Area Growth Syn to Fin: 10.2%
  – Share of post-route cells with drive strength above 1: 0.220
  – Final Util: 0.558
  – Final cell count without fillers: approximately 5000
  – Biggest register: x
  – Fillers: about 8000

Floorplan
  – Core ar.: 108000 µm²
  – Die ar.: ~110000 µm²
  – Core Util at FP: 0.507
  – Ports: around 110
  – Die width: 332 µm
  – Die height: roughly 330 µm
  – Rows: 120

Worst hold path
  – Hold WC Path Type: in2reg

Flow run
  – Log Warnings: 26
  – Maxcap violations: 0

Worst setup path
  – Critical path arrival: around 6.8 ns
  – Critical path required time: between 10 and 15 ns
  – Startpoint Class: input port
  – Setup CP Type: in2out
  – CP Max Fanout: 33
  – Crit. End Element: output port
## layout make-up
cell class              instances  area (µm²)  share of cell area
flip-flops and latches       1024       30700               0.512
diodes                         16        40.0            0.000667
repair buffers                257        2270              0.0378
clock buffers                 143        2940              0.0490
clock inverters                59         444             0.00740
multi-input cells            2114       21800               0.364
well taps                    1403        1760              0.0292
## power groups by stage
stage	Sequential (µW)	Clock (µW)	Combinational (µW)
6_report	4020	3090	944
4_1_cts	4020	3120	934
5_1_grt	4050	3250	986
## final timing paths
check,start,endpoint,cells after the start
worst max-delay path,rd_addr_i[0],rs1_data_o[30],9
worst min-delay path,rst_i,x[0][31]$_SDFFCE_PN0P_,1
## placed cells by master, fill, tap and decap left out, drive strengths merged, types with 2 or more instances in the layout
cell	Yosys	final
mux2i	11	11
buf	166	149
xor2	4	4
nor2b	5	5
or3	3	3
or2	31	31
o21ai	62	62
nand2	69	69
inv	0	2
bufinv	0	5
clkinv	0	50
or3b	4	4
nor4	4	4
nand3	9	9
o22ai	248	248
nand3b	12	12
nor2	38	38
mux4	508	508
xnor2	6	6
and2	992	992
conb	1	32
edfxtp	1024	1024
clkinvlp	0	2
diode	0	16
clkdlybuf4s50	0	108
or4	63	63
o2111a	2	2
clkbuf	221	143
## worst max-delay path: stages
cell and delay, ns:
clkdlybuf4s50_1 0.70, xnor2_1 0.69, nand3_1 0.18, nor4_2 0.28
buf_4 0.46, buf_4 0.50, nand4b_1 0.18, nor3b_1 0.54
clkdlybuf4s50_1 0.60
## cell families after synthesis
group / Yosys count
AND/OR/NAND/NOR: 1236
flip-flops: 1024
multiplexers: 519
buffers and inverters: 387
AND-OR/OR-AND: 317
XOR/XNOR: 10
other: 1
## stage by stage
step           area [µm²]  total power [µW]
6_report            60000              8060
5_1_grt             60000              8280
4_1_cts             60000              8070
3_5_place_dp        56600              5020
3_3_place_gp        56600              5000
2_1_floorplan       54600              4630
## synthesized netlist by cell type (5+ instances only)
cell	count
mux4_2	425
mux2i_1	11
mux4_1	83
nor2_1	31
nor2b_1	5
nand3b_1	12
buf_8	7
buf_2	103
xnor2_1	6
edfxtp_1	1024
clkbuf_1	220
or2_1	7
o21ai_1	62
nand2_1	69
or2_2	24
buf_6	28
buf_12	22
and2_1	992
o22ai_1	248
or4_1	63
nand3_1	9
## routing by layer
layer / global-route usage / vias to the layer above / part of all wire
met5: 0.0816 / - / 0.0043
met4: 0.109 / 32 / 0.039
met3: 0.356 / 494 / 0.22
met2: 0.514 / 3148 / 0.45
met1: 0.438 / 16337 / 0.29
li1: - / 13668 / -
Power and IR drop assume default switching activity.
